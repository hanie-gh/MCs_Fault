**flow/config.mk**
```make
export PLATFORM = sky130hd
export DESIGN_NAME = sift_out_adder
export DESIGN_NICKNAME = sift_out_adder
export VERILOG_FILES = /design/flow/design.v
export SDC_FILE = /design/flow/constraint.sdc
export NUM_CORES = 4
export LEC_CHECK = 1
export CORE_UTILIZATION = 50
```
**flow/constraint.sdc**
```tcl
current_design sift_out_adder

set clk_period 2.2
set clk_io_pct 0.2

create_clock -name clk0 -period $clk_period [get_ports {clk}]

set non_clock_inputs [all_inputs -no_clocks]
set_input_delay [expr $clk_period * $clk_io_pct] -clock clk0 $non_clock_inputs
set_output_delay [expr $clk_period * $clk_io_pct] -clock clk0 [all_outputs]
```
**flow/design.v**
```verilog
`timescale 1ns / 1ps
module full_adder(
    in1, in2, cin, sum, cout);
    input in1, in2, cin;
    output sum, cout;
    wire xor_in1in2;
    wire and_in1in2;
    wire and_in1in2cin;
    xor g1 (xor_in1in2, in1, in2);    
    xor g2 (sum, xor_in1in2, cin);    
    and g3 (and_in1in2, in1, in2); 
    and g4 (and_in1in2cin,and_in1in2, cin); 
    or  g5 (cout, and_in1in2, and_in1in2cin);
endmodule
`timescale 1ns / 1ps
module jk_ff(
    clk, J, K, Q);
    input clk, J, K;
    output Q;
    reg Q;
always @ (posedge(clk))
    begin
        case({J,K})
        2'b00: Q=Q;
        2'b01: Q=0;
        2'b10: Q=1;
        2'b11: Q=~Q;
        default : Q=0;    
        endcase
    end
endmodule
`timescale 1ns / 1ps
module sift_out_adder(
    clk, in1, in2, cin, K, sum, cout);
    parameter adder_width=32;
    parameter N=3;    
    parameter THR=4;   
    input [adder_width-1:0] in1; 
    input [adder_width-1:0] in2;     
    input clk, cin, K;
    output [adder_width-1:0] sum; 
    output cout;
    wire [adder_width:0] cout_; 
    assign cout_[0]=cin; 
    genvar i;
    generate
        for (i=0; i<adder_width; i=i+1)           
            sift_out_full_adder fa(clk, in1[i], in2[i], cout_[i], K, sum[i], cout_[i+1]);
    endgenerate
    assign cout=cout_[adder_width]; 
endmodule
`timescale 1ns / 1ps
module sift_out_full_adder(
    clk, in1, in2, cin, K, sum, cout);
    parameter N=3;
    input in1, in2, cin, K, clk;
    output sum, cout;
    wire m12, m13, m23;
    wire m12_or, m13_or, m23_or;
    wire [N-1:0] sum_, cout_;
    wire f1, f2, f3;
    wire q1, q2, q3;
    wire m12_c, m13_c, m23_c;
    wire m12_or_c, m13_or_c, m23_or_c;
    wire f1_c, f2_c, f3_c;
    wire q1_c, q2_c, q3_c;
    full_adder fa1(in1, in2, cin, sum_[0], cout_[0]);
    full_adder fa2(in1, in2, cin, sum_[1], cout_[1]);
    full_adder fa3(in1, in2, cin, sum_[2], cout_[2]);
    xor g1 (m12, sum_[0], sum_[1]);
    xor g2 (m23, sum_[1], sum_[2]);
    xor g3 (m13, sum_[2], sum_[0]);
    or  g4 (m12_or, m12, q1, q2);
    or  g5 (m23_or, m23, q2, q3);
    or  g6 (m13_or, m13, q1, q3);
    and g7 (f1, m12_or, m13_or);
    and g8 (f2, m23_or, m12_or);
    and g9 (f3, m13_or, m23_or);
    jk_ff jk_f1 (clk, f1, K, q1);             
    jk_ff jk_f2 (clk, f2, K, q2);             
    jk_ff jk_f3 (clk, f3, K, q3); 
    or  g10 (m1, f1, sum_[0]);            
    or  g11 (m2, f2, sum_[1]);            
    or  g12 (m3, f3, sum_[2]);            
    and g13 (sum, m1, m2, m3);
    xor g1_c (m12_c, cout_[0], cout_[1]);
    xor g2_c (m23_c, cout_[1], cout_[2]);
    xor g3_c (m13_c, cout_[2], cout_[0]);
    or  g4_c (m12_or_c, m12_c, q1_c, q2_c);
    or  g5_c (m23_or_c, m23_c, q2_c, q3_c);
    or  g6_c (m13_or_c, m13_c, q1_c, q3_c);
    and g7_c (f1_c, m12_or_c, m13_or_c);
    and g8_c (f2_c, m23_or_c, m12_or_c);
    and g9_c (f3_c, m13_or_c, m23_or_c);
    jk_ff jk_f1_c (clk, f1_c, K, q1_c);             
    jk_ff jk_f2_c (clk, f2_c, K, q2_c);             
    jk_ff jk_f3_c (clk, f3_c, K, q3_c); 
    or  g10_c (m1_c, f1_c, cout_[0]);            
    or  g11_c (m2_c, f2_c, cout_[1]);            
    or  g12_c (m3_c, f3_c, cout_[2]);            
    and g13_c (cout, m1_c, m2_c, m3_c);
endmodule
```
**flow/run.sh**
```bash
#!/bin/bash
# OpenROAD 26Q1-2900-gdf79404cd8, Yosys 0.63+post, stock flow scripts
make -C /OpenROAD-flow-scripts/flow DESIGN_CONFIG=/design/flow/config.mk WORK_HOME=/design/flow/orfs finish
```
==> results.py <==
# Physical implementation metrics
metrics = {
    "outcome": {
        "status": "complete, no violations",
    },
    "flow_run": {
        "cap_viol_max_count": 0,
        "warnings": 26,
    },
    "clock_network": {
        "path_clk_slew_ns": 0.07,
        "cts.sinks": 192,
        "clockBufferDepth": 2,
        "cts_root_buf": "clkbuf_16",
        "cts_made_buffers": 17,
        "htreeDepth": 4,
        "cts_tree": "built",
        "cts_hold_buf": 0,
        "clock_latency_ns": 0.43,
    },
    "drt": {
        "via_per_inst": 5.134,
        "drt-wirelength-per-cell_um": 11.60,
        "routed_wl_um": 19640,
        "drcViolationCount": 0,
        "ant_nets": 0,
        "vias": 8686,
        "diodes": 0,
        "drt_pass1_iterations": 4,
        "first_iter_violations": 454,
    },
    "global_routing": {
        "gr-usage-met2": 0.2669,
        "met1_usage": 0.2806,
        "gr-total-overflow": 0,
        "antenna_found_initial": 0,
        "grt_pass1_wl_um": 32680,
        "use_met3": 0.02623,
        "grt_use_total": 0.1706,
        "grt_max_degree": 69,
        "grt_pass1_vias": 7477,
        "grt-busiest-layer": "met1",
    },
    "critical_path": {
        "timing.critical_path.fanout_max": 2,
        "start_kind": "input pin",
        "slowest_delay_ns": 0.47,
        "worstSetupPathType": "input pin to primary output",
        "cp.required_ns": 1.76,
        "end_kind": "primary output",
        "cp_cell_sequence": "clkdlybuf4s50_1, ha_2, nor3_1, o22ai_1, dlygate4sd2_1",
        "cpMaxStageDelayCell": "clkdlybuf4s50_1",
        "crit_arrival_ns": 1.70,
    },
    "power": {
        "power.switching_mw": 6.701,
        "p_comb_frac": 0.406,
        "p_leak_nw": 5.964,
        "vdd_ir_drop_max_mv": 0.6032,
        "pwr-share-seq": 0.433,
        "p_sw_frac": 0.3458,
        "pwr-share-clk": 0.161,
        "power_density_nw_per_um2": 1327,
        "intPower_mw": 12.68,
    },
    "finish": {
        "final.fill_count": 1928,
        "fin_cells": 1692,
        "final_layout_size_suffix_gt1_frac": 0.1639,
        "area_growth_pct": 22.03,
        "comb_area_um2": 5939,
        "final_util": 0.6221,
        "final-seq-area_um2": 5766,
    },
    "synthesis": {
        "yosysWarnings": 7,
        "yosys_area_um2": 11970,
        "area_leaders": "edfxtp_1 (48%), mux2i_1 (16%), nand2_1 (10%), nor2_1 (5.1%), ha_1 (3.3%)",
        "numSynthFlops": 192,
        "yosysTopAreaCell": "edfxtp_1",
        "syn_area_per_cell_um2": 10.01,
        "ys_types": 21,
        "netlist_instances": 1196,
        "synth_area_um2": 11970,
        "top_area_frac": 0.4818,
        "yosysCellCount": 1196,
        "ys_seq_share": 0.4818,
    },
    "floorplanning": {
        "dieArea_um2": 24550,
        "row_count": 56,
        "die_w_um": 156.7,
        "core-area_um2": 23470,
        "fp_util": 0.5098,
        "fp.dieH_um": 156.7,
        "ios": 100,
    },
    "placement": {
        "portBuffers": 99,
        "place_hpwl_um": 13320,
        "gp_congestion": 0.7447,
        "dp_cells": 1628,
    },
    "sta": {
        "hold_viol": 0,
        "fin_worst_skew_ns": 0.01115,
        "grt_setup_unrepaired": "true",
        "finalCriticalPeriod_ns": 2.138,
        "maxSlewViolCount": 0,
        "slew_headroom": 0.7097,
        "worst_pin_slew_ns": 0.4354,
        "timing.fmax_mhz": 467.7,
        "finalSetupTns_ns": 0,
        "setup_viol": 0,
        "post-route-period-util": 0.9718,
    },
    "min_path": {
        "hold_path_class": "input pin to register",
    },
}
## power by group through the flow
stage / Sequential (mW) / Clock [mW] / Combinational (mW)
final: 8.39 / 3.12 / 7.87
after global routing: 8.74 / 3.35 / 8.79
after CTS: 8.39 / 3.22 / 7.76
## worst max-delay path, delay by kind of cell
family          cells  cell delay [ns]
compound gates      1             0.08
fa+ha+maj           1             0.27
simple gates        1             0.19
buf+inv             2             0.71
## state kept, by name, indices dropped and copies added, names as in the netlist
signal / cells
genblk1.fa.jk_f1.Q: 32
genblk1.fa.jk_f3.Q: 32
genblk1.fa.jk_f2_c.Q: 32
genblk1.fa.jk_f3_c.Q: 32
genblk1.fa.jk_f1_c.Q: 32
genblk1.fa.jk_f2.Q: 32
## synthesized netlist by cell type
library cell / count
nand2_1: 320
edfxtp_1: 192
mux2i_1: 192
nor2_1: 161
buf_2: 37
a21oi_1: 33
nand2b_1: 33
buf_4: 32
ha_1: 32
maj3_2: 31
nor3_1: 31
o21a_1: 31
o22ai_1: 31
a211o_1: 25
a211o_2: 6
buf_6: 3
clkbuf_1: 2
buf_1: 1
o21ai_0: 1
o21bai_1: 1
xnor2_1: 1
## logic make-up after synthesis
logic type	count (synthesis)	share of synthesized area
buffers and inverters	75	0.03931
xor gates and xnor gates	1	0.0007320
and+or+nand+nor	545	0.1811
adders and majority gates	63	0.06263
AOI/OAI and AO/OA	128	0.07382
DFF	192	0.4818
muxes	192	0.1606
## routing by layer
metal / vias to the layer above / wire (um) / part of all wire
met1: 4013 / 10050 / 0.51
met4: 0 / 196 / 0.010
met3: 14 / 616 / 0.031
met2: 82 / 8771 / 0.45
met5: - / 0 / 0
li1: 4577 / - / -
## layout by cell type, fill, tap and decap left out, types with 3 or more instances in the layout
master,instances
nor3_2,15
buf_4,116
o21a_1,31
nand2b_1,33
edfxtp_1,192
ha_1,25
o22ai_2,10
clkbuf_16,17
a211o_1,25
ha_4,5
o22ai_1,21
dlygate4sd2_1,24
a211o_2,6
nor2_1,161
nand2_1,320
nor3_1,16
buf_12,5
clkdlybuf4s15_1,4
a21oi_1,32
mux2i_1,192
clkdlybuf4s50_1,66
clkbuf_2,3
inv_6,6
maj3_2,31
## timing repair
item                       in CTS  in global routing
gates resized                  46                 32
pin swaps                      52                 16
setup endpoints to repair      32                 19
setup buffers                  27                  5
hold endpoints to repair        0                  0
## area by class of cell
class | instances | share of cell area
Multi-Input combinational cell | 929 | 0.4067
Clock buffer | 19 | 0.02965
Clock inverter | 13 | 0.01020
Tap cell | 319 | 0.02733
Timing Repair Buffer | 220 | 0.1313
Sequential cell | 192 | 0.3948
## stage by stage
step	area [um2]	power [mW]	hold WS [ns]	setup WS, ns
final	14600	19.38	0.5310	0.06204
after global routing	14600	20.88	0.5390	-0.01655
after CTS	14460	19.38	0.5228	0.01178
after detailed placement	13620	16.03	0.6435	-0.2652
after global placement	13620	15.85	0.6409	-0.2631
after floorplan	11970	13.48	0.6219	0.6025
## path summary, 6_finish.rpt
kind | start | to | slack, ns | cells after the start
setup / recovery | in1[27] | sum[27] | 0.06 | 5
hold / removal | K | genblk1[1].fa.jk_f2_c.Q | 0.53 | 2
setup reg to reg | genblk1[24].fa.jk_f2_c.Q | genblk1[24].fa.jk_f3_c.Q | 0.96 | 3
hold reg to reg | genblk1[21].fa.jk_f2.Q | genblk1[21].fa.jk_f2.Q | 0.65 | 1
Power is estimated from default activity; no workload was simulated.
