==> flow/design.v <==
`timescale 1ns / 1ps
module self_purging_adder(
    clk, in1, in2, cin, J, sum, cout);
    parameter adder_width=32;
    parameter N=6;    
    parameter THR=4;   
    input [adder_width-1:0] in1; 
    input [adder_width-1:0] in2;     
    input clk, cin, J;
    output [adder_width-1:0] sum; 
    output cout;
    wire [adder_width:0] cout_; 
    assign cout_[0]=cin; 
    genvar i;
    generate
        for (i=0; i<adder_width; i=i+1)           
            self_purging_full_adder fa(clk, in1[i], in2[i], cout_[i], J, sum[i], cout_[i+1]);
    endgenerate
    assign cout=cout_[adder_width]; 
endmodule
`timescale 1ns / 1ps
module self_purging_full_adder(
    clk, in1, in2, cin, J, sum, cout);
    parameter N=6;
    parameter THR=4;   
    input in1, in2, cin, J, clk;
    output sum, cout;
    wire [N-1:0] sum_, cout_;
    wire [N-1:0] sum__, cout__;
    wire [N-1:0] Q, K, Ec, Es;
    genvar i;
    generate
        for (i=0; i<N; i=i+1)  begin         
            full_adder fa(in1, in2, cin, sum_[i], cout_[i]);
            jk_ff jk_ff_m (clk, J, K[i], Q[i]);             
            and g1 (sum__[i] ,sum_[i], Q[i]);
            and g2 (cout__[i] ,cout_[i], Q[i]);
            xor g3 (Es[i], sum__[i], sum);
            xor g4 (Ec[i], cout__[i], cout);
            or  g5 (K[i], Ec[i], Es[i]);
            end
    endgenerate
    voter voter_sum (sum__, sum);
    voter voter_cout (cout__, cout);
endmodule
`timescale 1ns / 1ps
module voter(
    in, out);
    parameter N=6;
    parameter THR=4;   
    input [N-1:0] in;
    output out;
    assign out =(in<THR)? 0:1;
endmodule
`timescale 1ns / 1ps
module full_adder(
    in1, in2, cin, sum, cout);
    input in1, in2, cin;
    output sum, cout;
    wire xor_in1in2;
    wire and_in1in2;
    wire and_in1in2cin;
    xor g1 (xor_in1in2, in1, in2);    
    xor g2 (sum, xor_in1in2, cin);    
    and g3 (and_in1in2, in1, in2); 
    and g4 (and_in1in2cin,and_in1in2, cin); 
    or  g5 (cout, and_in1in2, and_in1in2cin);
endmodule
`timescale 1ns / 1ps
module jk_ff(
    clk, J, K, Q);
    input clk, J, K;
    output Q;
    reg Q;
always @ (posedge(clk))
    begin
        case({J,K})
        2'b00: Q=Q;
        2'b01: Q=0;
        2'b10: Q=1;
        2'b11: Q=~Q;
        default : Q=0;    
        endcase
    end
endmodule
==> flow/run.sh <==
#!/bin/bash
# OpenROAD 26Q1-2900-gdf79404cd8, Yosys 0.63+post, stock flow scripts
make -C /OpenROAD-flow-scripts/flow DESIGN_CONFIG=/design/flow/config.mk WORK_HOME=/design/flow/orfs finish
==> flow/config.mk <==
export PLATFORM = sky130hd
export DESIGN_NAME = self_purging_adder
export DESIGN_NICKNAME = self_purging_adder
export VERILOG_FILES = /design/flow/design.v
export SDC_FILE = /design/flow/constraint.sdc
export NUM_CORES = 4
export LEC_CHECK = 1
export CORE_UTILIZATION = 40
==> flow/constraint.sdc <==
current_design self_purging_adder

set clk_period 4.0
set clk_io_pct 0.2

create_clock -name clk0 -period $clk_period [get_ports {clk}]

set non_clock_inputs [all_inputs -no_clocks]
set_input_delay [expr $clk_period * $clk_io_pct] -clock clk0 $non_clock_inputs
set_output_delay [expr $clk_period * $clk_io_pct] -clock clk0 [all_outputs]
==> results.txt <==
Status of the implementation.

- The run finished with clean final reports.
- The leakage component of the power was reported as 3.49 nW.
- The count of warning messages emitted by the tools is 25, for reference.
- Input and output buffers added on the ports amount to 99.
- The maximum clock skew at final layout is 0.00726 ns, for reference.
- The placer's final routability congestion estimate is 0.806, for reference.
- The maximum clock insertion buffer count is 2, for reference.
- The buffer-and-inverter tally for the worst setup path is 2, for reference.
- The post-detailed-route count of antenna-violating nets is 0, for reference.
- Setup repair after global routing left no endpoint under its margin.
- The number of placed I/O pins is 100, for reference.
- For this run, asynchronously set or reset flops after synthesis account for 0.
- The number of flops mapped to enable cells by yosys is 128, for reference.
- Per the detail_route report, vias per standard cell equal 5.38.
- The post-route DRC violation count is 0, for reference.
- The cell accounting for the most synthesized area is sky130_fd_sc_hd__edfxtp_1, for reference.
- Hold-check failures listed in the final report amount to 0.
- The largest stage delay on the critical path is 0.49 ns, for reference.
- The first global-routing pass estimated 26500 um of wire.
- Of the total power, the clock network draws 0.379.
- The wire length after detailed routing is 15500 um, for reference.
- According to the floorplan report, the placeable core area is 22000 um^2.
- The buffer count from post-CTS setup fixing is 0, for reference.
- The Yosys chip area is 8990 um^2, for reference.
- The report lists the number of standard-cell rows as 54.
- The largest driver fanout on the critical path is 3, for reference.
- For the pin with the worst max-slew slack, the measured transition is 0.676 ns.
- The synthesis stat section lists a flop and latch total of 128.
- Once iteration 0 of detailed routing completed, the report listed 293 DRC markers.
- The total global-route track usage is 0.143, for reference.
- Entering global routing, the biggest net connects 99 pins.
- The worst path needs 3.41 ns of the cycle, external delays included.
- The clock edge transition at the registers on the reported setup and hold paths is 0.06 ns, for reference.
- The top flip-flop cell by instance count after synthesis is sky130_fd_sc_hd__edfxtp_1, for reference.
- The die is 152 um tall.
- The sum of net half-perimeters after detailed placement is 10800 um, for reference.
- Synthesis handed over a netlist of 954 instances.
- Post-route period utilization is reported as 0.852.
- The number of antenna violations at the first check in global routing is 0, for reference.
- The most common cell type on the critical path is sky130_fd_sc_hd__clkdlybuf4s50_1, for reference.
- The cell area that synthesis handed to floorplanning was 8990 um^2.
- The class of the most critical setup path is input pin to output port, for reference.
- Walking the worst path, the cells encountered are clkdlybuf4s50_1, ha_1, or3_1, a21oi_1, clkdlybuf4s50_1.
- Per the run report, area growth between synthesis and finish was 12.8%.
- The die is 152 um wide.
- Cell internal power was estimated by the tool at 3.15 mW.
- The level count of the clock H-tree is 4, for reference.
- The number of pins with negative max-slew slack in the final report is 0, for reference.
- The critical path's slowest stage uses the library cell sky130_fd_sc_hd__clkdlybuf4s50_1.
- Power spread over the standard cell area amounts to 418 nW/um^2.
- The TritonCTS clock tree is done, for reference.
- The average size of a mapped cell is 9.43 um^2, for reference.
- IR analysis of the VDD net gives a maximum drop of 0.000244 V.
- Summed over all failing endpoints, the final setup total negative slack is 0 ns.
- The data arrival time reported for the critical path is 2.61 ns.
- The worst max-slew margin expressed relative to the limit is 0.549, for reference.
- The master cell of the clock root buffer is sky130_fd_sc_hd__clkbuf_16, for reference.
- The cell count in the Yosys report is 954, for reference.
- Per the OpenROAD power report, switching power amounts to 1.09 mW.
- Hold timing on the final database bottoms out at a slack of 0.681 ns.
- The main area contributors are sky130_fd_sc_hd__edfxtp_1 43%, sky130_fd_sc_hd__a2bb2oi_1 11%, sky130_fd_sc_hd__nor3_1 6.9%.
- The most common cell in the synthesized netlist is sky130_fd_sc_hd__nor2_1.
- The first-pass iteration count of the detailed router is 25, for reference.
- The share of power burned in combinational logic is 0.189, for reference.
- The script logs the mean routed wire length per placed instance as 13.0 um.
- The total of warnings raised by yosys is 1, for reference.
- The max capacitance violation total is 0, for reference.
- The fraction of final layout cells sized beyond drive strength 1 is 0.129, for reference.
- In this run the full chip footprint comes out at 23100 um^2.
- The final cell utilization of the core is 0.462, for reference.
- The skew report gives the latency at the later pin of the worst-skew pair as 0.40 ns.
- The most critical min-delay path falls under flop to flop.
- Detailed routing inserted a total of 6438 vias.
- In this design, the largest share of critical-path delay is due to buffers and inverters.
- The number of failing setup endpoints in the final timing report is 0, for reference.
- After clock tree synthesis, the flow added hold-fix buffers numbering 0.
- The starting utilization of the core area is 0.410, for reference.
- The element type at the critical path end is an output port, for reference.
- The register with the most flip-flops in the layout has 128 of them.
- The proportion of netlist area held by the largest area contributor is 0.427, for reference.
- Static timing analysis puts the maximum clock frequency at 294 MHz.
- The number of global-route vias before repair is 5609, for reference.
- The switching part of the total is 0.257, for reference.
- The commonest cells after synthesis are 151 x sky130_fd_sc_hd__nor2_1, 140 x sky130_fd_sc_hd__clkbuf_1, 128 x sky130_fd_sc_hd__edfxtp_1.
- The startpoint class of the critical path is an input pin, for reference.
- 0 antenna diodes ended up in the layout.
- In this run, distinct cell masters in the synthesized netlist total 28.
- Buffers inserted during clock tree synthesis total 17.
- The number of cells upsized or downsized after cts is 0, for reference.
- STA puts the critical path data required time at 3.20 ns.
- The total overflow left after global routing is 0.
- The sequential-to-total area share from yosys stat is 0.427, for reference.
- The power report attributes to the sequential group a share of 0.431.
- The clock sink count is 128, for reference.
[path summary, 6_finish.rpt]
path,slack (ns),startpoint,depth (start not counted),endpoint
max,0.59,in1[25],5,sum[25]
min,0.68,genblk1[0].fa.genblk1[5].jk_ff_m.Q$_DFFE_PP_,1,genblk1[0].fa.genblk1[5].jk_ff_m.Q$_DFFE_PP_
max reg2reg,2.10,genblk1[27].fa.genblk1[4].jk_ff_m.Q$_DFFE_PP_,4,genblk1[28].fa.genblk1[5].jk_ff_m.Q$_DFFE_PP_
min reg2reg,0.68,genblk1[0].fa.genblk1[5].jk_ff_m.Q$_DFFE_PP_,1,genblk1[0].fa.genblk1[5].jk_ff_m.Q$_DFFE_PP_
[placed cells by master (no fill, tap or decap), types with 3 or more instances in the layout]
| cell | netlist | final |
|---|---|---|
| sky130_fd_sc_hd__clkbuf_16 | 0 | 17 |
| sky130_fd_sc_hd__clkinv_1 | 0 | 3 |
| sky130_fd_sc_hd__nor2_1 | 151 | 151 |
| sky130_fd_sc_hd__nor3_1 | 124 | 124 |
| sky130_fd_sc_hd__o21ai_1 | 6 | 6 |
| sky130_fd_sc_hd__nor4_2 | 30 | 30 |
| sky130_fd_sc_hd__or3_1 | 34 | 34 |
| sky130_fd_sc_hd__ha_1 | 32 | 32 |
| sky130_fd_sc_hd__o21bai_1 | 4 | 4 |
| sky130_fd_sc_hd__o31a_2 | 30 | 30 |
| sky130_fd_sc_hd__a21oi_1 | 34 | 34 |
| sky130_fd_sc_hd__bufinv_16 | 0 | 4 |
| sky130_fd_sc_hd__buf_4 | 34 | 21 |
| sky130_fd_sc_hd__clkinvlp_4 | 0 | 4 |
| sky130_fd_sc_hd__a2bb2oi_1 | 118 | 118 |
| sky130_fd_sc_hd__o21ai_0 | 25 | 25 |
| sky130_fd_sc_hd__clkdlybuf4s50_1 | 0 | 98 |
| sky130_fd_sc_hd__edfxtp_1 | 128 | 128 |
| sky130_fd_sc_hd__inv_1 | 34 | 34 |
[layer usage]
| layer | global-route usage | share of wire | vias to the layer above |
|---|---|---|---|
| li1 | - | - | 3344 |
| met1 | 0.235 | 0.50 | 2963 |
| met2 | 0.209 | 0.43 | 125 |
| met3 | 0.0366 | 0.056 | 6 |
| met4 | 0.0126 | 0.0071 | 0 |
| met5 | 0 | 0 | - |
[power by group through the flow]
stage / Sequential [mW] / Clock [mW] / Combinational [mW]
after CTS: 1.83 / 1.67 / 0.811
final: 1.83 / 1.61 / 0.802
after global routing: 1.86 / 1.71 / 0.900
[cells by family (layout without fill, tap and decap cells)]
logic type | count (synthesis) | count (layout) | share of synthesized area
and+or+nand+nor | 345 | 345 | 0.205
buffers and inverters | 226 | 188 | 0.126
AOI/OAI and AO/OA | 221 | 221 | 0.195
DFF | 128 | 128 | 0.427
adders and majority gates | 32 | 32 | 0.0445
xor gates and xnor gates | 2 | 2 | 0.00195
[stage by stage]
stage               setup WS [ns]  std cells  total power, mW  area, um^2
floorplan                    1.51        954             2.46        8990
CTS                         0.562       1196             4.30       10100
detailed placement          0.561       1164             2.66        9530
global route                0.404       1196             4.47       10100
global placement            0.553       1164             2.65        9530
finish                      0.594       1196             4.24       10100
[final cells by class]
class	count	area, um^2
Fill cell	2006	11800
Multi-Input combinational cell	600	4010
Sequential cell	128	3840
Timing Repair Buffer	122	1190
Clock buffer	17	425
Tap cell	280	350
Clock inverter	15	193
Inverter	34	128
Power and IR drop assume default switching activity.
